`design/flow/run.sh`:
```
#!/bin/bash
# OpenROAD 26Q1-2900-gdf79404cd8, Yosys 0.63+post, stock flow scripts
make -C /OpenROAD-flow-scripts/flow DESIGN_CONFIG=/design/flow/config.mk WORK_HOME=/design/flow/orfs finish
```
`design/flow/config.mk`:
```
export PLATFORM = sky130hd
export DESIGN_NAME = bcdtosevseg
export DESIGN_NICKNAME = bcdtosevseg
export VERILOG_FILES = /design/flow/design.v
export SDC_FILE = /design/flow/constraint.sdc
export NUM_CORES = 4
export LEC_CHECK = 1
export CORE_AREA = 10 10 70 70
export DIE_AREA = 0 0 80 80
```
`design/flow/constraint.sdc`:
```
current_design bcdtosevseg

set clk_period 1.6
set clk_io_pct 0.2

create_clock -name clk0 -period $clk_period [get_ports {clk}]

set non_clock_inputs [all_inputs -no_clocks]
set_input_delay [expr $clk_period * $clk_io_pct] -clock clk0 $non_clock_inputs
set_output_delay [expr $clk_period * $clk_io_pct] -clock clk0 [all_outputs]
```
`design/flow/design.v`:
```
`timescale 1ns / 1ps
module bcdtosevseg(
input [3:0]a,
input anode,
input cathode,
input clk,
output reg [6:0]out
    );
    always@(posedge clk)begin
    if(anode==1)begin
    case(a)
    4'b0000 : out<= 7'b1000000;
    4'b0001 : out<= 7'b1111001;
    4'b0010 : out<= 7'b0100100;
    4'b0011 : out<= 7'b0110000;
    4'b0100 : out<= 7'b0011001;
    4'b0101 : out<= 7'b0010010;
    4'b0110 : out<= 7'b0000010;
    4'b0101 : out<= 7'b1111000;
    4'b1000 : out<= 7'b0000000;
    4'b1001 : out<= 7'b0001000;
    default : out<= 7'b1111111;
    endcase
    end
    else begin
    out<= 7'b1010101;
    end
    if(cathode==1)begin
    case(a)
    4'b0000 : out<= 7'b0111111;
    4'b0001 : out<= 7'b0000110;
    4'b0010 : out<= 7'b1011011;
    4'b0011 : out<= 7'b1001111;
    4'b0100 : out<= 7'b1101111;
    4'b0101 : out<= 7'b1101101;
    4'b0110 : out<= 7'b1111101;
    4'b0101 : out<= 7'b0000111;
    4'b1000 : out<= 7'b1111111;
    4'b1001 : out<= 7'b1101111;
    default : out<= 7'b1111100;
    endcase
    end
    else begin
    out<= 7'b1010101;
    end
    end
endmodule
```
==> run summary <==
run results: ANT nets after route=0, # resized after CTS=0, Num Clock Sinks=7, Combinational Area=123 µm², first-pass GRT wire length=917 µm, pwr/cell area=831 nW/µm², Mapped Area=285 µm², Hold Path End=out[0], met1 WL=roughly 240 µm, initial antenna violation count=0, Die Span X=80 µm, Slowest Stage Delay on Critical Path=approximately 460 ps, max_cap viols=0, Clk pin slew, worst setup/hold paths=50 ps, Worst path depth=1, setup TNS=0 ps, largest registers=out: 7 flops, post-synth area from yosys stat=between 200 and 300 µm², PortBufs=12, Min-Delay Path Class=in2reg, final hold viol count=0, Hold Slack=734 ps, share of cells above drive strength 1=around 15%, measured slew at the worst slew-check pin=a little under 300 ps, distinct lib cells=19, Post CTS Setup Buffer Count=0, drc violations=0, Worst setup SP type=flop, Chip Height=about 80 µm, Longest Clk Path Bufs=2, YS warnings=1, period utilization=around 80%, Synth Seq Share=49.1%, Placer Congestion=0.713, grt total ovfl=0, vias per std cell=2.76, drt pass-1 iters=2, Setup crit end kind=primary output, max reg flops=7, CTS tree=built, io pins=14, buffers and inverters on the worst path=1, register area=140 µm², Yosys reg bits=7, worst vdd ir=0.000102 V, Final Power=0.000391 W, normalized max-slew margin=80.5%, DR WL met2=293 µm, Arrival @ worst endpoint=approximately 1000 ps, largest delay contributor family on the critical path=buffers and inverters, Hold-fix buffers, CTS=0, GRT Total Usage=1.69%, outcome=finished, final reports clean, CORE AREA=3420 µm², Row Count=21, Leak=0.168 nW, unrepaired setup endpoints after global routing=false, Crit-path slowest cell=clkdlybuf4s50_1, P&R area growth vs syn=64.9%, largest net degree at the start of global routing=10, yosys cell count=26, Finish-stage setup viols=0, vias in the first global route=222, highest metal used=met3, Critical Path, Cell by Cell=clkdlybuf4s50_1, DIE AREA=6400 µm², WS Path Type=reg2out, Fmax=758 MHz, synthesized area per cell=11.0 µm², Post-Syn Instances=26, CTS Buf Count=3, Worst Path Max Fanout=1, 1st-iter DRT viols=12, fillers=~390, worst hold path depth=2, Top reg by flops=out, Root Driver=clkbuf_4, FP Util=8.35%, met3 wire length=66 µm, beginning of the worst hold path=cathode, via count=237, Max Slew Vio Count=0, shortest period the worst path allows=between 1000 and 1500 ps, Worst Path Required=1280 ps, H-tree levels=1, WL final=about 600 µm, OpenROAD warning count=26, Inserted Diodes=0, Avg WL per Cell=6.99 µm
cell families after synthesis:
logic type             count (synthesis)  share of synthesized area, %
AOI/OAI and AO/OA                      5                          13.6
buffers and inverters                  3                          7.89
DFF                                    7                          49.1
and+or+nand+nor                       11                          29.4
layout by cell type (no fill, tap or decap):
cell	instances
dfxtp_1	7
o31ai_1	1
o31a_2	1
nand2_1	1
nand4b_1	1
and4bb_1	1
inv_1	1
clkdlybuf4s50_1	12
nor4b_2	1
a41oi_1	1
o21a_1	1
clkbuf_4	3
and3b_1	1
clkbuf_1	1
and3_2	1
nor2b_1	1
nor2_1	2
or2_0	1
nand3b_1	1
o21ai_0	1
layer usage:
layer  global-route usage, %  vias up
met1                    1.53      107
met3                   0.568        0
met5                       0        -
met2                    3.21        9
met4                   0.880        0
li1                        -      121
synth_stat cells:
cell / n / area, µm²
a41oi_1: 1 / 8.76
and3_2: 1 / 7.51
and3b_1: 1 / 8.76
and4bb_1: 1 / 12.5
buf_4: 1 / 7.51
buf_6: 1 / 11.3
dfxtp_1: 7 / 140
inv_1: 1 / 3.75
nand2_1: 1 / 3.75
nand3b_1: 1 / 7.51
nand4b_1: 1 / 8.76
nor2_1: 2 / 7.51
nor2b_1: 1 / 6.26
nor4b_2: 1 / 15.0
o21a_1: 1 / 7.51
o21ai_0: 1 / 5.00
o31a_2: 1 / 10.0
o31ai_1: 1 / 7.51
or2_0: 1 / 6.26
metrics by stage:
stage / area, µm² / util [%] / instances / setup WS (ps)
CTS: 470 / 13.8 / 86 / 255
detailed placement: 444 / 13.0 / 82 / 128
global placement: 444 / 13.0 / 82 / 159
global route: 470 / 13.8 / 86 / 226
floorplan: 285 / - / 26 / 682
finish: 470 / 13.8 / 86 / 280
worst max-delay path by stage:
stage                  start  endpoint  slack [ps]
after CTS             out[5]    out[5]         260
after global routing  out[6]    out[6]         230
final                 out[1]    out[1]         280
power breakdown:
| group | total (W) | switching [W] | internal, W |
|---|---|---|---|
| clock network | 0.000149 | 0.0000550 | 0.0000945 |
| logic | 0.0000551 | 0.0000184 | 0.0000367 |
| registers | 0.000187 | 0.00000207 | 0.000185 |
| total | 0.000391 | 0.0000754 | 0.000316 |
layout make-up:
class | instances | share of cell area [%]
clock buffers | 4 | 5.59
inverters | 1 | 0.798
multi-input cells | 16 | 26.1
flip-flops and latches | 7 | 29.8
well taps | 46 | 12.2
repair buffers | 12 | 25.5
Power figures rest on the tool's default switching activity, not on a simulated workload.
