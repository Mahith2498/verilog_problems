$ cat design/flow/run.sh
#!/bin/bash
# OpenROAD 26Q1-2900-gdf79404cd8, Yosys 0.63+post, stock flow scripts
make -C /OpenROAD-flow-scripts/flow DESIGN_CONFIG=/design/flow/config.mk WORK_HOME=/design/flow/orfs finish
$ cat design/flow/config.mk
export PLATFORM = sky130hd
export DESIGN_NAME = transfer
export DESIGN_NICKNAME = transfer
export VERILOG_FILES = /design/flow/design.v
export SDC_FILE = /design/flow/constraint.sdc
export NUM_CORES = 4
export LEC_CHECK = 1
export CORE_AREA = 10 10 70 70
export DIE_AREA = 0 0 80 80
$ cat design/flow/constraint.sdc
current_design transfer

set clk_period 1.2
set clk_io_pct 0.2

create_clock -name clk0 -period $clk_period [get_ports {clk}]

set non_clock_inputs [all_inputs -no_clocks]
set_input_delay [expr $clk_period * $clk_io_pct] -clock clk0 $non_clock_inputs
set_output_delay [expr $clk_period * $clk_io_pct] -clock clk0 [all_outputs]
$ cat design/flow/design.v
`timescale 1ns / 1ps
module transfer(
input [15:0]a,
input clk,
input clk1,
input clk2,
input clk3,
input clk4,
input rd,
input wr,
input rst,
output reg [15:0]out
    );
    integer i;  
    reg [15:0]memloc[15:0];  
    always@(posedge clk)begin  
    if(rst==0)begin  
    if(rd==1)begin  
    for(i=0;i<=15;i=i+1)begin  
    memloc[i]<= a;  
    end  
    end else begin  
    for(i=0;i<=15;i=i+1)begin  
    memloc[i]<= 16'b0000000000000000;  
    end  
    end  
    end else begin  
    if(wr==1)begin  
    if(clk1==1)begin  
    out[3:0]<= { memloc[3][0],memloc[2][0],memloc[1][0],memloc[0][0]};  
    end else begin
    out[3:0]<= 4'b1111;  
    end  
    if(clk2==1)begin
    out[7:4] <= {memloc[7][0],memloc[6][0],memloc[5][0],memloc[4][0]};
    end else begin
    out[7:4]<= 4'b1111;
    end
    if(clk3==1)begin
    out[11:8] <= {memloc[11][0],memloc[10][0],memloc[9][0],memloc[8][0]};
    end else begin
    out[11:8]<= 4'b1111;
    end
    if(clk4==1)begin
    out[15:12] <= {memloc[15][0],memloc[14][0],memloc[13][0],memloc[12][0]};
    end else begin
    out[15:12]<= 4'b1111;
    end
    end else begin  
    out<= 16'b1111111111111111;  
    end
    end
    end
endmodule
==> run notes <==
## Run status
- run status: complete, no violations

## Yosys
- post-synthesis area per instance: 12.2 µm²
- yosys synthesis chip area: 280 µm²
- post-synthesis sequential element count: 5
- number of distinct library cell variants in the gate-level netlist after synthesis: 5
- # Cells Yosys: 23
- sequential fraction of the synthesis area: 53.6%
- netlist area before placement: 280 µm²
- synthesized netlist cell count: 23
- Warnings, synthesis: 2

## Setup path
- worst path required time: 960 ps
- reg-to-reg critical path startpoint: memloc[0]
- delay of the slowest critical-path stage: 410 ps
- cell-by-cell trace of the critical path: dlygate4sd2_1
- signal arrival time at the worst endpoint: 910 ps
- Worst Path Max Fanout: 4
- delay-heaviest family, CP: flip-flops
- number of cells traversed by the worst register-to-register path: 1
- CP max stage cell: edfxtp_1
- reg2reg setup slack: 360 ps
- FF-to-FF End: out[8]
- start-to-end type of the worst setup path: register to primary output
- CP startpoint kind: register
- number of stages on the worst setup path: 1
- number of buffer and inverter instances along the worst setup path: 1
- Worst Setup End Kind: primary output

## Cells and area
- Top cells excl fill/tap: buf_2 (9), clkdlybuf4s50_1 (8), edfxtp_1 (5), dlygate4sd2_1 (5), nand3b_1 (4)
- Filler Cell Count: 403
- area added between synthesis and finish: 77.2%
- area of all placed cells without fillers: 497 µm²
- layout cells sized above 1: 35.7%
- utilization after layout: 14.5%
- area taken by multi-input logic gates: 36.3 µm²
- most frequent logic cell in the layout: buf_2
- flip-flop and latch area: 150 µm²

## Final timing
- highest clock rate: 867 MHz
- RSZ-0062 raised after global routing: true
- count of final max-slew check failures: 0
- final-layout worst hold slack: 573 ps
- max_slew headroom: 85.8%
- post-layout period usage: 96.1%
- Worst Setup Slack, final: 46.4 ps
- pin slew with the least headroom to its limit: 212 ps
- final worst path period need: 1150 ps
- number of hold violations in the final report: 0
- Setup violations, final: 0
- final setup skew: 7.84 ps

## Clock network
- clock tree from TritonCTS: built
- CTS clk-pin slew, worst paths: 50 ps
- Root Driver: clkbuf_4
- sinks on the clock net: 5
- CTS max path bufs: 2
- deepest level of the CTS H-tree: 1
- CTS Hold Bufs: 0
- clock latency on the worst-skew pair: 250 ps
- total clock buffers created by CTS: 3

## Floorplanning
- FP Rows: 21
- core area: 3420 µm²
- Die Y-Extent: 80 µm
- number of top-level pins: 40
- floorplan core density: 8.21%
- Die W: 80 µm
- full die area: 6400 µm²

## Placement
- minimum setup slack after placement: 57.7 ps
- Placed Area: 488 µm²
- RD Place Congestion: 0.695
- Port Buf Inserts: 24

## Pwr
- areal power density over the cells: 973 nW/µm²
- Gate power share: 15.2%
- Lkg Pwr: 0.182 nW
- maximum vdd ir drop: 0.418 mV
- Clock Power Share: 40.9%
- internal power: 387 µW
- total net switching power: 96.2 µW
- part of the power in registers: 43.9%
- fraction of power spent switching nets: 19.9%

## Hold path
- worst hold path cell count: 1
- Worst Hold Endpoint: out[12]
- type of the tightest min-delay check: register to register
- Worst Min Path Start: memloc[0]

## Detailed routing
- Initial DRC Count: 5
- DR DRC count: 0
- routed via count: 225
- number of antenna repair diodes: 0
- wire length after detailed routing: 813 µm
- per-cell via count in the routed design: 2.56
- number of detailed-route iterations in the first pass: 4
- routed wire length per instance: 9.24 µm
- count of nets left with antenna violations after detail routing: 0

## Job
- tool warnings: 41
- max-cap violations: 0

## Global routing
- Overflow after GRT: 0
- Tot GR Track Use: 2.31%
- first-pass GRT wire length: 1160 µm
- antenna violations before repair: 0
- maximum number of pins on one net before global-route repair: 6
- via count of the first global-routing pass: 250

metal layers:
layer / track usage [%] / wire length (µm) / up-vias
li1: - / - / 104
met1: 3.25 / 392 / 94
met2: 2.09 / 198 / 27
met3: 2.39 / 222 / 0
met4: 0.704 / 0 / 0
met5: 0 / 0 / -
kinds of logic (layout without fill, tap and decap cells):
logic type | after synthesis | in the layout | synth area share [%]
AND/OR/NAND/NOR | 5 | 5 | 12.9
flip-flops | 5 | 5 | 53.6
buffers and inverters | 13 | 32 | 33.5
power groups by stage:
stage     registers, mW  logic, mW  clock network (mW)
4_1_cts           0.212     0.0745               0.209
5_1_grt           0.214     0.0813               0.221
6_report          0.212     0.0733               0.198
registers in the layout (all words and copies together) (netlist names):
signal	flops
out	4
memloc	1
worst max-delay path by stage:
| stage | slack, ps | end | startpoint |
|---|---|---|---|
| finish | 50 | out[10] | out[8] |
| CTS | 10 | out[9] | out[8] |
| global route | -20 | out[10] | out[8] |
metrics by stage:
step	power [mW]	instances	setup TNS [ps]
2_1_floorplan	0.242	23	0
3_3_place_gp	0.299	81	0
3_5_place_dp	0.301	81	0
4_1_cts	0.496	88	0
5_1_grt	0.517	88	-57.6
6_report	0.483	88	0
cells in the mapped netlist:
cell type	n	share of area, %
and2_1	1	2.2
buf_4	12	32
edfxtp_1	5	54
inv_1	1	1.3
nand3b_1	4	11
layout make-up:
| cell class | count | share of cell area [%] |
|---|---|---|
| timing repair buffer | 27 | 44.8 |
| tap | 46 | 11.6 |
| clock buffer | 4 | 5.29 |
| multi-input combinational | 5 | 7.30 |
| sequential | 5 | 30.2 |
| inverter | 1 | 0.756 |
timing repair:
item	4_1_cts	5_1_grt
endpoints found under the setup margin	16	6
buffers inserted	3	0
gates resized	37	2
No activity file was given, so power comes from the tool's default toggle rates.
