==> flow/design.v <==
`timescale 1ns / 1ps
module ram8bit(
input clk,
input rst,
input wr_co,
input rd_co,
input [7:0]data,
output reg [7:0] out
    );
    integer i;
    reg [7:0]memloc[7:0];
    always@(posedge clk)begin
    if(rst==0)begin
    for(i=0;i<=7;i=i+1)begin
    memloc[i]<= 8'b00000000;
    end
    end
    else begin
    if(rd_co==1)begin
    for(i=0;i<=7;i=i+1)begin
    memloc[i] <= data;
    end
    end
    else begin
    for(i=0;i<=7;i=i+1)begin
    memloc[i] <= 8'b00000000;
    end
    end
    if(wr_co==1)begin
    for(i=0;i<=7;i=i+1)begin
    out<= memloc[i];
    end
    end
    else begin
    out<= 8'b11111111;
    end
    end
    end
endmodule
==> flow/run.sh <==
#!/bin/bash
# OpenROAD 26Q1-2900-gdf79404cd8, Yosys 0.63+post, stock flow scripts
make -C /OpenROAD-flow-scripts/flow DESIGN_CONFIG=/design/flow/config.mk WORK_HOME=/design/flow/orfs finish
==> flow/config.mk <==
export PLATFORM = sky130hd
export DESIGN_NAME = ram8bit
export DESIGN_NICKNAME = ram8bit
export VERILOG_FILES = /design/flow/design.v
export SDC_FILE = /design/flow/constraint.sdc
export NUM_CORES = 4
export LEC_CHECK = 1
export CORE_AREA = 10 10 81 81
export DIE_AREA = 0 0 91 91
==> flow/constraint.sdc <==
current_design ram8bit

set clk_period 1.0
set clk_io_pct 0.2

create_clock -name clk0 -period $clk_period [get_ports {clk}]

set non_clock_inputs [all_inputs -no_clocks]
set_input_delay [expr $clk_period * $clk_io_pct] -clock clk0 $non_clock_inputs
set_output_delay [expr $clk_period * $clk_io_pct] -clock clk0 [all_outputs]
==> run notes <==
Results of the implementation run.

Warnings reported by Yosys during synthesis add up to 2. The shortest clock period the worst path allows after layout is roughly 950 ps. In this run the core area contains 25 standard-cell rows.

The report puts the hold buffer count at CTS at 0. For this design the top-level I/O count stands at 20. The routed layout reports a DRC error count of 0. The synthesized netlist has a Yosys-reported chip area of about 500 um^2. In this run the clock root is driven by a sky130_fd_sc_hd__clkbuf_8. Port buffering added 19 buffers. The maximum number of buffers from clock root to sink came out at 2. Routing resource usage on met2 recorded by global route was 0.0221. The instance tally after logic synthesis came out at 32. The path class of the tightest hold or removal check is reg2reg.

For the worst setup path, the data required time is around 800 ps. Across all stage logs, warnings added up to 25. In the final run the clock tree shows a worst skew of approximately 6.8 ps. The cell with the largest stage delay on the worst path is sky130_fd_sc_hd__edfxtp_1. The critical path buffer and inverter count is 1.

The worst reg-to-reg setup slack came out at roughly 340 ps. Averaged over all synthesized cells, the footprint is 15.6 um^2. Setup repair after global routing left no endpoint under its margin. The cell sequence reported for the critical path is buf_2. The pre-CTS setup slack is -163 ps. The number of sinks driven by the clock tree came out at 16. The post-CTS setup-driven buffer insertion count is 0. The routing usage on met1 came out at 0.0427. The non-filler instance count after layout came out at roughly 120.

The post-synthesis cell type with the largest combined area is sky130_fd_sc_hd__edfxtp_1. Clock-pin slew was measured on the worst setup and hold paths at ~60 ps. The final max-slew violation count came out at 0. The post-placement cell count is 120. The worst setup margin came out at 52.9 ps.

The total power density per cell area is around 1600 nW/um^2. The area of the core region came out at approximately 4800 um^2. The max-capacitance violation count is 0. The global-route wire length before repair came out at around 1.7 mm. The maximum resistive drop on vdd came out at between 900 and 1000 uV.

The count of instantiated cells in the yosys netlist came out at 32. The height of the die is ~90 um. The final hold violation count recorded for this run is 0.

Setup violations remaining at the end of the flow were counted as 0. The routed wirelength normalized by instance count came out at a little over 8 um. The initial core utilization came out at 0.104. The antenna diode count came out at 0. The cell family contributing the most delay on the critical path is flip-flops. The maximum level of the CTS H-tree came out at 1. The path type of the worst setup path is reg2out. The count of cells resized by post-cts repair came out at 28. Buffers inserted during clock tree synthesis total 3.

The die outline area came out at around 8300 um^2. The final-layout setup total negative slack is 0 ps. The number of library cell types mapped by synthesis came out at 4.

The clock latency on the worst-skew pair came out at approximately 240 ps. The switching power came out at between 200 and 250 uW. Overall routing resource usage recorded by global route was 0.0273. Counting the fill cells in the layout gives about 540. The layout summary lists the proportion of cells stronger than drive strength 1 as 0.228. The switching share of power came out at 0.172.

The first-pass detailed-route iteration total came out at 2. The top fanout value on the critical path is 1. The standby leakage power is approximately 0.32 nW. The number of global-route vias before repair came out at approximately 330. The share of the synthesized area in the top cell type came out at 0.480. The worst slew margin relative to its limit is 0.836. The type of destination of the critical path is a primary output. The met3 usage in global routing is 0.0290.

The proportion of power drawn by the clock network is 0.357. At the worst endpoint, the arrival time is 750 ps. The stage delay of the slowest cell on the critical path is roughly 370 ps. The number of register bits inferred by synthesis came out at 16. The netlist area before placement is 500 um^2. After global routing the overflow that remains totals 0. The count of routing violations after the opening detailed-route iteration came out at 15. In this run the most used layer during global routing was met1. The run finished with clean final reports. At the pin with the least slew margin, the transition time is approximately 250 ps. In this run the remaining antenna-violating nets after routing total 0. The area added between synthesis and finish came out at 58.7%. The via density per instance is 2.47. The initial antenna violation count came to 0. The placer's final routability congestion estimate is 0.699.

TritonCTS built the clock tree. The main area contributors are sky130_fd_sc_hd__edfxtp_1 (48%), sky130_fd_sc_hd__dfxtp_1 (32%), sky130_fd_sc_hd__and3_1 (10%). The routed wire length is slightly above 1 mm. Of the total power, registers draw 0.565. Static timing analysis puts the maximum clock frequency at between 1 and 1.5 GHz.

The overall power of the completed layout came out at between 1 and 1.5 mW. Per the OpenROAD floorplan log, the width of the die is just over 90 um. The routed layout has between 300 and 400 vias. The final period utilization is 0.947. The register area share after synthesis came out at 0.800. Of the total power, combinational logic draws 0.079. The total internal power came out at between 1 and 1.5 mW.

The worst setup path is launched from a register. Entering global routing, the biggest net connects 10 pins.
[cell usage in the layout (no fill, tap or decap), drive strengths merged]
cell type       n
and3            8
buf            10
clkbuf          4
clkdlybuf4s50  11
dfxtp           8
edfxtp          8
nand2b          8
[sequential cells by signal (all words and copies together), names as in the netlist]
signal / count
memloc: 8
out: 8
[per-stage QoR]
stage	utilization	area [um^2]	hold slack, ps
4_1_cts	0.165	795	479
3_3_place_gp	0.164	790	478
2_1_floorplan	-	500	312
6_report	0.165	795	474
5_1_grt	0.165	795	496
3_5_place_dp	0.164	790	472
[synth_stat cells]
cell type                  instances
sky130_fd_sc_hd__and3_1            8
sky130_fd_sc_hd__nand2b_1          8
sky130_fd_sc_hd__dfxtp_1           8
sky130_fd_sc_hd__edfxtp_1          8
[per-layer routing]
layer,vias to the layer above,part of all wire
met3,2,0.19
met5,-,0
met4,0,0.0049
met1,117,0.59
li1,163,-
met2,24,0.22
[cells by family after synthesis]
group and share of synthesized area:
DFF 0.800, and+or+nand+nor 0.200
[final cells by class]
type,instances,area (um^2),share of cell area
repair buffers,21,165,0.208
well taps,67,83.8,0.106
multi-input cells,16,100,0.126
clock buffers,4,45.0,0.0567
flip-flops and latches,16,400,0.504
[power by group through the flow]
stage / clock network, mW / logic [mW] / registers, mW
after global routing: 0.542 / 0.116 / 0.735
final: 0.463 / 0.102 / 0.733
after CTS: 0.483 / 0.105 / 0.733
[worst paths after layout]
| kind | startpoint | to | cells past startpoint |
|---|---|---|---|
| max | out[5] | out[5] | 1 |
| min | memloc[7][5] | out[5] | 1 |
| max reg2reg | memloc[7][0] | out[0] | 1 |
| min reg2reg | memloc[7][5] | out[5] | 1 |
Power is estimated from default activity; no workload was simulated.
